==> flow/design.v <==
`timescale 1ns / 1ps
module Sigcontrol(
input [5:0]op,
input [5:0]func,
output syscall,
output regdst,
output jal,
output regwrite,
output alusrc,    
output [3:0]aluop,
output memwrite,
output memtoreg,
output bne,
output beq,
output jmp,
output jr,
output signext,
output bltz,
output sb,
output sv
    );
    assign aluop[3] = {~op[5]&~op[4]&~op[3]&~op[2]&~op[1]&~op[0]&func[5]&~func[4]&~func[3]&func[2]&~func[1]&func[0]}|{
    ~op[5]&~op[4]&~op[3]&~op[2]&~op[1]&~op[0]&func[5]&~func[4]&~func[3]&func[2]&func[1]&func[0]}|{
    ~op[5]&~op[4]&~op[3]&~op[2]&~op[1]&~op[0]&func[5]&~func[4]&func[3]&~func[2]&func[1]&~func[0]}|{
    ~op[5]&~op[4]&~op[3]&~op[2]&~op[1]&~op[0]&func[5]&~func[4]&func[3]&~func[2]&func[1]&func[0]}|{
    ~op[5]&~op[4]&op[3]&~op[2]&op[1]&~op[0]}|{
    ~op[5]&~op[4]&op[3]&op[2]&~op[1]&op[0]}|
	{~op[5]&~op[4]&~op[3]&~op[2]&~op[1]&op[0]};
    assign aluop[2] = {~op[5]&~op[4]&~op[3]&~op[2]&~op[1]&~op[0]&func[5]&~func[4]&~func[3]&~func[2]&~func[1]&~func[0]}|{
    ~op[5]&~op[4]&~op[3]&~op[2]&~op[1]&~op[0]&func[5]&~func[4]&~func[3]&~func[2]&~func[1]&func[0]}|{
    ~op[5]&~op[4]&~op[3]&~op[2]&~op[1]&~op[0]&func[5]&~func[4]&~func[3]&~func[2]&func[1]&~func[0]}|{
    ~op[5]&~op[4]&~op[3]&~op[2]&~op[1]&~op[0]&func[5]&~func[4]&~func[3]&func[2]&~func[1]&~func[0]}|{
    ~op[5]&~op[4]&~op[3]&~op[2]&~op[1]&~op[0]&func[5]&~func[4]&func[3]&~func[2]&func[1]&func[0]}|{
    ~op[5]&~op[4]&op[3]&~op[2]&~op[1]&~op[0]}|{
    ~op[5]&~op[4]&op[3]&op[2]&~op[1]&~op[0]}|{
    ~op[5]&~op[4]&op[3]&~op[2]&~op[1]&op[0]}|{
    op[5]&~op[4]&~op[3]&~op[2]&op[1]&op[0]}|{
    op[5]&~op[4]&op[3]&~op[2]&op[1]&op[0]}|
	{op[5]&~op[4]&op[3]&~op[2]&~op[1]&~op[0]};
    assign aluop[1] = {~op[5]&~op[4]&~op[3]&~op[2]&~op[1]&~op[0]&~func[5]&~func[4]&~func[3]&~func[2]&func[1]&~func[0]}|{
    ~op[5]&~op[4]&~op[3]&~op[2]&~op[1]&~op[0]&func[5]&~func[4]&~func[3]&~func[2]&func[1]&~func[0]}|{
    ~op[5]&~op[4]&~op[3]&~op[2]&~op[1]&~op[0]&func[5]&~func[4]&~func[3]&func[2]&~func[1]&~func[0]}|{
    ~op[5]&~op[4]&~op[3]&~op[2]&~op[1]&~op[0]&func[5]&~func[4]&~func[3]&func[2]&func[1]&func[0]}|{
    ~op[5]&~op[4]&~op[3]&~op[2]&~op[1]&~op[0]&func[5]&~func[4]&func[3]&~func[2]&func[1]&~func[0]}|{
    ~op[5]&~op[4]&op[3]&op[2]&~op[1]&~op[0]}|{
    ~op[5]&~op[4]&op[3]&~op[2]&op[1]&~op[0]}|
	{~op[5]&~op[4]&~op[3]&~op[2]&~op[1]&~op[0]&~func[5]&~func[4]&~func[3]&func[2]&func[1]&~func[0]}|
	{~op[5]&~op[4]&~op[3]&~op[2]&~op[1]&op[0]};
    assign aluop[0] = {~op[5]&~op[4]&~op[3]&~op[2]&~op[1]&~op[0]&~func[5]&~func[4]&~func[3]&~func[2]&func[1]&func[0]}|{
    ~op[5]&~op[4]&~op[3]&~op[2]&~op[1]&~op[0]&func[5]&~func[4]&~func[3]&~func[2]&~func[1]&~func[0]}|{
    ~op[5]&~op[4]&~op[3]&~op[2]&~op[1]&~op[0]&func[5]&~func[4]&~func[3]&~func[2]&~func[1]&func[0]}|{
    ~op[5]&~op[4]&~op[3]&~op[2]&~op[1]&~op[0]&func[5]&~func[4]&~func[3]&func[2]&~func[1]&~func[0]}|{
    ~op[5]&~op[4]&~op[3]&~op[2]&~op[1]&~op[0]&func[5]&~func[4]&func[3]&~func[2]&func[1]&~func[0]}|{
    ~op[5]&~op[4]&op[3]&~op[2]&~op[1]&~op[0]}|{
    ~op[5]&~op[4]&op[3]&op[2]&~op[1]&~op[0]}|{
    ~op[5]&~op[4]&op[3]&~op[2]&~op[1]&op[0]}|{
    ~op[5]&~op[4]&op[3]&~op[2]&op[1]&~op[0]}|{
    op[5]&~op[4]&~op[3]&~op[2]&op[1]&op[0]}|{
    op[5]&~op[4]&op[3]&~op[2]&op[1]&op[0]}|
	{~op[5]&~op[4]&~op[3]&~op[2]&~op[1]&~op[0]&~func[5]&~func[4]&~func[3]&func[2]&func[1]&func[0]}|
	{op[5]&~op[4]&op[3]&~op[2]&~op[1]&~op[0]}|
	{~op[5]&~op[4]&~op[3]&~op[2]&~op[1]&op[0]};
    assign memtoreg =  op[5]&~op[4]&~op[3]&~op[2]&op[1]&op[0];
    assign memwrite =  {op[5]&~op[4]&op[3]&~op[2]&op[1]&op[0]}|
	{op[5]&~op[4]&op[3]&~op[2]&~op[1]&~op[0]};
    assign alusrc = {~op[5]&~op[4]&op[3]&~op[2]&~op[1]&~op[0]}|{
    ~op[5]&~op[4]&op[3]&op[2]&~op[1]&~op[0]}|{
    ~op[5]&~op[4]&op[3]&~op[2]&~op[1]&op[0]}|{
    ~op[5]&~op[4]&op[3]&~op[2]&op[1]&~op[0]}|{
    ~op[5]&~op[4]&op[3]&op[2]&~op[1]&op[0]}|{
    op[5]&~op[4]&~op[3]&~op[2]&op[1]&op[0]}|{
    op[5]&~op[4]&op[3]&~op[2]&op[1]&op[0]}|
	{op[5]&~op[4]&op[3]&~op[2]&~op[1]&~op[0]};
    assign regwrite = {~op[5]&~op[4]&~op[3]&~op[2]&~op[1]&~op[0]&~func[5]&~func[4]&~func[3]&~func[2]&~func[1]&~func[0]}|{
    ~op[5]&~op[4]&~op[3]&~op[2]&~op[1]&~op[0]&~func[5]&~func[4]&~func[3]&~func[2]&func[1]&func[0]}|{
    ~op[5]&~op[4]&~op[3]&~op[2]&~op[1]&~op[0]&~func[5]&~func[4]&~func[3]&~func[2]&func[1]&~func[0]}|{
    ~op[5]&~op[4]&~op[3]&~op[2]&~op[1]&~op[0]&func[5]&~func[4]&~func[3]&~func[2]&~func[1]&~func[0]}|{
    ~op[5]&~op[4]&~op[3]&~op[2]&~op[1]&~op[0]&func[5]&~func[4]&~func[3]&~func[2]&~func[1]&func[0]}|{
    ~op[5]&~op[4]&~op[3]&~op[2]&~op[1]&~op[0]&func[5]&~func[4]&~func[3]&~func[2]&func[1]&~func[0]}|{
    ~op[5]&~op[4]&~op[3]&~op[2]&~op[1]&~op[0]&func[5]&~func[4]&~func[3]&func[2]&~func[1]&~func[0]}|{
    ~op[5]&~op[4]&~op[3]&~op[2]&~op[1]&~op[0]&func[5]&~func[4]&~func[3]&func[2]&~func[1]&func[0]}|{
    ~op[5]&~op[4]&~op[3]&~op[2]&~op[1]&~op[0]&func[5]&~func[4]&~func[3]&func[2]&func[1]&func[0]}|{
    ~op[5]&~op[4]&~op[3]&~op[2]&~op[1]&~op[0]&func[5]&~func[4]&func[3]&~func[2]&func[1]&~func[0]}|{
    ~op[5]&~op[4]&~op[3]&~op[2]&~op[1]&~op[0]&func[5]&~func[4]&func[3]&~func[2]&func[1]&func[0]}|{
    ~op[5]&~op[4]&~op[3]&~op[2]&op[1]&op[0]}|{
    ~op[5]&~op[4]&op[3]&~op[2]&~op[1]&~op[0]}|{
    ~op[5]&~op[4]&op[3]&~op[2]&~op[1]&op[0]}|{
    ~op[5]&~op[4]&op[3]&~op[2]&op[1]&~op[0]}|{
    ~op[5]&~op[4]&op[3]&op[2]&~op[1]&op[0]}|{
    op[5]&~op[4]&~op[3]&~op[2]&op[1]&op[0]}|{
    ~op[5]&~op[4]&op[3]&op[2]&~op[1]&~op[0]}|
	{~op[5]&~op[4]&~op[3]&~op[2]&~op[1]&~op[0]&~func[5]&~func[4]&~func[3]&func[2]&func[1]&~func[0]}|
	{~op[5]&~op[4]&~op[3]&~op[2]&~op[1]&~op[0]&~func[5]&~func[4]&~func[3]&func[2]&func[1]&func[0]};
    assign syscall = ~op[5]&~op[4]&~op[3]&~op[2]&~op[1]&~op[0]&~func[5]&~func[4]&func[3]&func[2]&~func[1]&~func[0];
    assign signext = {~op[5]&~op[4]&op[3]&~op[2]&~op[1]&~op[0]}|{
    ~op[5]&~op[4]&op[3]&~op[2]&~op[1]&op[0]}|{
    ~op[5]&~op[4]&op[3]&~op[2]&op[1]&~op[0]}|{
    op[5]&~op[4]&~op[3]&~op[2]&op[1]&op[0]}|{
    op[5]&~op[4]&op[3]&~op[2]&op[1]&op[0]}|
	{op[5]&~op[4]&op[3]&~op[2]&~op[1]&~op[0]};
    assign regdst = {~op[5]&~op[4]&~op[3]&~op[2]&~op[1]&~op[0]&~func[5]&~func[4]&~func[3]&~func[2]&~func[1]&~func[0]}|{
    ~op[5]&~op[4]&~op[3]&~op[2]&~op[1]&~op[0]&~func[5]&~func[4]&~func[3]&~func[2]&func[1]&func[0]}|{
    ~op[5]&~op[4]&~op[3]&~op[2]&~op[1]&~op[0]&~func[5]&~func[4]&~func[3]&~func[2]&func[1]&~func[0]}|{
    ~op[5]&~op[4]&~op[3]&~op[2]&~op[1]&~op[0]&func[5]&~func[4]&~func[3]&~func[2]&~func[1]&~func[0]}|{
    ~op[5]&~op[4]&~op[3]&~op[2]&~op[1]&~op[0]&func[5]&~func[4]&~func[3]&~func[2]&~func[1]&func[0]}|{
    ~op[5]&~op[4]&~op[3]&~op[2]&~op[1]&~op[0]&func[5]&~func[4]&~func[3]&~func[2]&func[1]&~func[0]}|{
    ~op[5]&~op[4]&~op[3]&~op[2]&~op[1]&~op[0]&func[5]&~func[4]&~func[3]&func[2]&~func[1]&~func[0]}|{
    ~op[5]&~op[4]&~op[3]&~op[2]&~op[1]&~op[0]&func[5]&~func[4]&~func[3]&func[2]&~func[1]&func[0]}|{
    ~op[5]&~op[4]&~op[3]&~op[2]&~op[1]&~op[0]&func[5]&~func[4]&~func[3]&func[2]&func[1]&func[0]}|{
    ~op[5]&~op[4]&~op[3]&~op[2]&~op[1]&~op[0]&func[5]&~func[4]&func[3]&~func[2]&func[1]&~func[0]}|{
    ~op[5]&~op[4]&~op[3]&~op[2]&~op[1]&~op[0]&func[5]&~func[4]&func[3]&~func[2]&func[1]&func[0]}|
	{~op[5]&~op[4]&~op[3]&~op[2]&~op[1]&~op[0]&~func[5]&~func[4]&~func[3]&func[2]&func[1]&~func[0]}|
	{~op[5]&~op[4]&~op[3]&~op[2]&~op[1]&~op[0]&~func[5]&~func[4]&~func[3]&func[2]&func[1]&func[0]};
    assign beq = ~op[5]&~op[4]&~op[3]&op[2]&~op[1]&~op[0];
    assign bne = ~op[5]&~op[4]&~op[3]&op[2]&~op[1]&op[0];
    assign jr = ~op[5]&~op[4]&~op[3]&~op[2]&~op[1]&~op[0]&~func[5]&~func[4]&func[3]&~func[2]&~func[1]&~func[0];
    assign jmp = ~op[5]&~op[4]&~op[3]&~op[2]&op[1]&~op[0];
    assign jal = ~op[5]&~op[4]&~op[3]&~op[2]&op[1]&op[0];
	assign bltz= ~op[5]&~op[4]&~op[3]&~op[2]&~op[1]&op[0];
	assign sb= op[5]&~op[4]&op[3]&~op[2]&~op[1]&~op[0];
	assign sv= {~op[5]&~op[4]&~op[3]&~op[2]&~op[1]&~op[0]&~func[5]&~func[4]&~func[3]&func[2]&func[1]&~func[0]}|
	{~op[5]&~op[4]&~op[3]&~op[2]&~op[1]&~op[0]&~func[5]&~func[4]&~func[3]&func[2]&func[1]&func[0]};
endmodule
==> flow/run.sh <==
#!/bin/bash
# OpenROAD 26Q1-2900-gdf79404cd8, Yosys 0.63+post, stock flow scripts
make -C /OpenROAD-flow-scripts/flow DESIGN_CONFIG=/design/flow/config.mk WORK_HOME=/design/flow/orfs finish
==> flow/config.mk <==
export PLATFORM = sky130hd
export DESIGN_NAME = Sigcontrol
export DESIGN_NICKNAME = Sigcontrol
export VERILOG_FILES = /design/flow/design.v
export SDC_FILE = /design/flow/constraint.sdc
export NUM_CORES = 4
export LEC_CHECK = 1
export CORE_AREA = 10 10 71 71
export DIE_AREA = 0 0 81 81
==> flow/constraint.sdc <==
current_design Sigcontrol

set clk_period 3.1
set clk_io_pct 0.2

create_clock -name clk0 -period $clk_period

set non_clock_inputs [all_inputs -no_clocks]
set_input_delay [expr $clk_period * $clk_io_pct] -clock clk0 $non_clock_inputs
set_output_delay [expr $clk_period * $clk_io_pct] -clock clk0 [all_outputs]
==> run summary <==
run results: IO Pins=31, first-pass GRT wire length=approximately 3900 microns, core area=approximately 0.0036 sq mm, Avg Inst Size Synth=6.01 sq um, drt pass-1 iters=4, number of routed nets with antenna violations=0, Flops=0, hpwl dp=1810 microns, FF+latch area=0 sq um, CTS Hold Bufs=0, Synth Cell Area=around 570 sq um, # DRC=0, Reg power frac=0%, Area Growth Syn to Fin=92.1%, Overall Power=between 0.1 and 0.15 mW, Core Util at FP=between 15 and 20%, maximum vdd drop=39.0 uV, cell type with the largest total area=nor2_1, Worst Setup End Kind=output port, sequential share of the synthesized area=0%, Logic area=roughly 580 sq um, CP required=about 2500 ps, DR vias/cell=approximately 4.6, OpenROAD warnings=32, combinational fraction of design power=about 100%, Syn Inst Count=95, CP Max Fanout=6, number of standard cells reported by yosys=between 90 and 100, Die Height=81 microns, Filler cells=392, largest net degree at the start of global routing=16, vias in the first global route=roughly 820, kind of critical path=in -> out, Avg WL per Cell=13.0 microns, gp weighted congestion=0.807, Hold Crit Class=in -> out, final hold slack=1730 ps, gr usage total=7.08%, status=complete, no violations, Setup Viol. Count Final=0, vias=~840, Slew Viols, Final=0, Clk pwr share=0%, fin crit share=97.2%, Clock Buffer Count=0, Die Span X=a little over 80 microns, NetSw=~0.052 mW, share of layout cells above drive strength 1=~28%, GRT overflow=0, Post-synth top cells=nor2_1 (11), clkbuf_1 (10), o21ai_1 (6), antenna violations before repair=0, Worst Max-Slew Pin Slew=about 410 ps, switching power share of the total=50.5%, Slew headroom=between 70% and 80%, main area contributors=nor2_1 (7.2%), clkbuf_1 (6.6%), nor4_2 (6.6%), Pleak=around 0.44 nW, Detailed Route Iter0 Violations=roughly 82, P_int=between 0.05 and 0.06 mW, post-synth cell types=35, Port Buf Inserts=31, DIE AREA=between 0.006 and 0.007 sq mm, max-cap viol count=0, fmax=around 330 MHz, RSZ-0062 raised after global routing=false, # rows=22, crit path launch type=primary input, Diodes inserted=0, power density cells=94.6 mW/mm^2, Detailed Route WL=approximately 2400 microns, WP data arrival=roughly 2400 ps, most frequent cell after synthesis=nor2_1, area share, top type=about 7.2%, Final Hold Fails=0, Tmin final=3010 ps, Synth Warn #=0, post-synthesis chip area from yosys=approximately 570 sq um
-- through the flow --
step	setup TNS [ps]	setup WS, ps	instances	util, %	cell area (sq um)
6_report	0	86.1	183	30.2	1100
4_1_cts	0	19.6	183	29.4	1070
5_1_grt	0	31.9	183	30.2	1100
2_1_floorplan	0	585	95	-	571
3_5_place_dp	-3480	-465	179	27.9	1010
3_3_place_gp	-3450	-437	179	27.9	1010
-- cell type report --
| class | instances | share of cell area, % |
|---|---|---|
| repair buffers | 51 | 40.1 |
| well taps | 48 | 5.48 |
| multi-input cells | 79 | 52.7 |
| inverters | 5 | 1.71 |
-- worst max-delay path, stage by stage --
cell	delay, ps
clkbuf_2	90
or4_4	530
or4_4	600
buf_6	160
o311ai_4	260
buf_2	140
-- path summary, 6_finish.rpt --
path              slack [ps]  depth (start not counted)  endpoint  startpoint
hold / removal          1730                          4  regwrite       op[4]
setup / recovery          90                          6  aluop[1]       op[5]
-- metal layers --
metal	GRT usage (%)	vias up	wire length (microns)
li1	-	431	-
met1	10.1	386	1170
met2	11.0	24	1040
met3	2.00	0	177
met4	0	0	0
met5	0	-	0
-- layout by cell type, fill, tap and decap left out, types with 5 or more instances in the layout --
master / netlist / final
nand2_1: 5 / 5
buf_4: 0 / 16
clkdlybuf4s50_1: 0 / 18
o21ai_1: 6 / 5
nand2b_1: 5 / 5
nor2_1: 11 / 11
-- cells by family after synthesis --
logic type,count (synthesis),synth area share [%]
compound gates,29,33.8
buf+inv,16,11.8
xor+xnor,3,4.61
simple gates,47,49.8
-- power by group through the flow --
stage                 clock (mW)  combinational (mW)  sequential, mW
after global routing           0               0.115               0
after CTS                      0               0.101               0
final                          0               0.104               0
-- timing repair --
| item | 4_1_cts | 5_1_grt |
|---|---|---|
| setup buffers | 4 | 0 |
| gates cloned | 0 | 0 |
| pin swaps | 6 | 3 |
| setup endpoints to repair | 11 | 7 |
| gates resized | 32 | 11 |
Power is estimated from default activity; no workload was simulated.
