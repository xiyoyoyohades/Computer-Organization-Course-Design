===== flow/design.v =====
`timescale 1ns / 1ps
module Regfile(
input clk, 
input we,   
input [4:0]r1_in,    
input [4:0]r2_in,    
input [4:0]w,   
input [31:0]data_in,
output [31:0]r1_out,
output [31:0]r2_out
    );
    reg [0:31]regfile[31:0];
    initial begin
        regfile[0] <= 0;
        regfile[1] <= 0;
        regfile[2] <= 0;
        regfile[3] <= 0;
        regfile[4] <= 0;
        regfile[5] <= 0;
        regfile[6] <= 0;
        regfile[7] <= 0;
        regfile[8] <= 0;
        regfile[9] <= 0;
        regfile[10] <= 0;
        regfile[11] <= 0;
        regfile[12] <= 0;
        regfile[13] <= 0;
        regfile[14] <= 0;
        regfile[15] <= 0;
        regfile[16] <= 0;
        regfile[17] <= 0;
        regfile[18] <= 0;
        regfile[19] <= 0;
        regfile[20] <= 0;
        regfile[21] <= 0;
        regfile[22] <= 0;
        regfile[23] <= 0;
        regfile[24] <= 0;
        regfile[25] <= 0;
        regfile[26] <= 0;
        regfile[27] <= 0;
        regfile[28] <= 0;
        regfile[29] <= 0;
        regfile[30] <= 0;
        regfile[31] <= 0;
    end
    always@(posedge clk)
    begin
        if(we)
            regfile[w]=data_in;
        else ;
    end
   assign r1_out = regfile[r1_in];
   assign r2_out = regfile[r2_in];
endmodule

===== flow/run.sh =====
#!/bin/bash
# OpenROAD 26Q1-2900-gdf79404cd8, Yosys 0.63+post, stock flow scripts
make -C /OpenROAD-flow-scripts/flow DESIGN_CONFIG=/design/flow/config.mk WORK_HOME=/design/flow/orfs finish

===== flow/config.mk =====
export PLATFORM = sky130hd
export DESIGN_NAME = Regfile
export DESIGN_NICKNAME = Regfile
export VERILOG_FILES = /design/flow/design.v
export SDC_FILE = /design/flow/constraint.sdc
export NUM_CORES = 4
export LEC_CHECK = 1
export CORE_UTILIZATION = 40

===== flow/constraint.sdc =====
current_design Regfile

set clk_period 8.5
set clk_io_pct 0.2

create_clock -name clk0 -period $clk_period [get_ports {clk}]

set non_clock_inputs [all_inputs -no_clocks]
set_input_delay [expr $clk_period * $clk_io_pct] -clock clk0 $non_clock_inputs
set_output_delay [expr $clk_period * $clk_io_pct] -clock clk0 [all_outputs]

==> metrics.yaml <==
status: "finished, final reports clean"
yosys_cells: 3386
fp_util: 0.405
yosysWarningCount: 1
io_pins: 113
irDropWorstVdd_v: 0.000161
p_comb_frac: 0.093
area_delta_synth_final_pct: 13.3
overflow: 0
largest_register: "regfile"
drt_pass1_iterations: 5
topRoutingLayerUsed: "met5"
die-height_um: 351
drtIter0Drc: 1902
critPathMaxStageDelay_ns: 0.65
antenna_found_initial: 6
grt_usage: 0.263
wl_met1_mm: 54.5
rows: 127
switching_power_uw: 2610
cp_data_arrival_time_ns: 4.85
portBuffers: 112
hold_path_class: "in2reg"
setup_viol: 0
leakagePower_uw: 0.0202
cts_buffer_depth: 3
min_period_ns: 6.55
ys_chip_area_mm2: 0.0488
max_freq_mhz: 153
slew_headroom: 0.417
cts_made_buffers: 107
root_buffer: "clkbuf_16"
cts_tree: "built"
htree_levels: 3
p_int_uw: 8560
warnings: 26
cts.clk_slew.worst_paths_ns: 0.06
grt_max_degree: 95
p_clk_frac: 0.402
dieWidth_um: 351
grt_pass1_wl_mm: 216
crit_path_end_kind: "output port"
synth_seq_share: 0.630
place_hpwl_mm: 83.1
fin_tns_setup_ns: 0
netSwitchingFraction: 0.234
cp.required_ns: 6.80
wirelength_mm: 151
coreArea_mm2: 0.120
cts_num_sinks: 1024
timing.final.crit_share: 0.770
vias: 30800
wl_met3_mm: 19.8
critPathSlowestCell: "clkdlybuf4s50_1"
hold_viol: 0
layout-drive-gt1-share: 0.0933
setup_ws_ns: 1.95
preCtsSetupSlack_ns: 2.06
reg_top3: "regfile: 1024 flops"
cts.hold.buffers_added: 0
synth_cell_type_count: 23
wl_per_cell_um: 29.1
worstSetupPathType: "in2out"
critPathMaxFanout: 51
rsz0062_at_grt: "no"
path_cells: "clkdlybuf4s50_1 > nor2b_4 > buf_12 > buf_12 > a22o_1 > nor3_1 > a31oi_1 > nand3_1 > clkdlybuf4s50_1"
post_cts_buffers: 0
syn_avg_cell_area_um2: 14.4
dr_wl_met2_mm: 70.8
grt_pass1_vias: 31900
antenna_left: 0
die-area_mm2: 0.123
synth.cell_area_mm2: 0.0488
timing.max_cap.violations: 0
place.gp.congestion: 0.874
largest_reg_flops: 1024
cts_resized: 0
crit_path_start_kind: "primary input"
p_per_area_mw_per_mm2: 202
top_area_frac: 0.630
slew_violations: 0
vias_per_cell: 5.95
netlist_instances: 3386
seq_power_share: 0.505
drc: 0
top_cells_by_area: "edfxtp_1, mux2i_1, a22oi_1, a22o_1, nand3_1"
top_area_cell: "edfxtp_1"
numSynthFlops: 1024
path_delay_family: "buffers and inverters"
crit_buf_inv: 4
tightestPinTransition_ns: 0.873
==> layout by cell type, fill, tap and decap left out, types with 5 or more instances in the layout <==
cell             count
a21oi_1            192
clkinv_1            29
clkbuf_16          109
a22o_1             128
buf_4              109
nand2_1            193
clkbuf_1            15
a22oi_1            192
nor3_1              64
mux2i_1           1024
clkinv_2            23
edfxtp_1          1024
buf_12              22
nand3_1            194
nor2_4              34
clkdlybuf4s50_1    110
nand3b_1             5
a31oi_1             64
bufinv_16            7
==> power groups by stage <==
stage	Combinational [uW]	Clock, uW	Sequential (uW)
after CTS	1030	4540	5640
after global routing	1100	4740	5650
final	1040	4490	5640
==> metal layers <==
metal	vias to the layer above	track usage
met5	-	0.0157
met4	10	0.0780
met3	320	0.141
met2	1559	0.397
met1	15300	0.339
li1	13600	-
==> cells in the mapped netlist <==
master and count:
nand3_1 194, or3b_2 3, or2_2 2, a21oi_1 192
a22o_1 128, and2_1 2, buf_2 70, a22oi_1 192
buf_4 47, clkbuf_4 4, nand2_1 195, nor2b_1 4
buf_6 45, nor2_1 35, or3_1 1, a31oi_1 64
nand3b_1 5, clkbuf_1 86, nor3_1 64, edfxtp_1 1024
nand2b_1 4, mux2i_1 1024, buf_1 1
==> area by class of cell <==
class                   count  area (um^2)
diodes                      3         7.51
clock buffers             124         2780
clock inverters            69          534
fillers                 10500        65200
multi-input cells        2109        16800
flip-flops and latches   1024        30700
well taps                1612         2020
repair buffers            243         2390
==> kinds of logic (layout without fill, tap and decap cells) <==
group                  Yosys count  in the layout  share of synthesized area
AND-OR/OR-AND                  576            576                     0.0804
buffers and inverters          253            436                     0.0321
multiplexers                  1024           1024                      0.210
flip-flops                    1024           1024                      0.630
other                            0              3                          0
AND/OR/NAND/NOR                509            509                     0.0471
==> metrics by stage <==
stage	power (uW)	std cells	hold WS, ns	utilization	cell area (um^2)
after floorplan	6330	3386	1.80	-	48800
after global placement	6770	4988	2.53	0.431	51900
after detailed placement	6770	4988	2.54	0.431	51900
after CTS	11200	5181	1.81	0.459	55300
after global routing	11500	5183	1.85	0.459	55300
final	11200	5184	1.84	0.459	55300
==> path summary, 6_finish.rpt <==
path	start	endpoint	slack, ns	cells after the start
worst min-delay path	data_in[10]	regfile[1][10]	1.84	2
worst max-delay path	r2_in[2]	r2_out[7]	1.95	9
Power and IR drop assume default switching activity.
